==> flow/design.v <==
module  lut
#(parameter DATA_WIDTH = 16,n_iterations = 15)
(
    input [$clog2(n_iterations)-1:0]raddr ,  
    output [DATA_WIDTH-1:0]data_out  
);
reg [DATA_WIDTH-1:0] mem [0:n_iterations-1];
initial begin
    $readmemb("..\\MATLAB Scripts\\lut.txt",mem);
end
assign data_out = mem[raddr] ;
endmodule
module Quadrant_Handler
#(parameter DATA_WIDTH = 16)
(
    input signed [DATA_WIDTH-1:0] sine_in , cosine_in ,
    input signed [DATA_WIDTH -1:0] angle_in ,
    output reg signed [DATA_WIDTH-1:0] sine_out , cosine_out ,
    output reg signed [DATA_WIDTH-1:0] angle_out
);
 reg signed [DATA_WIDTH -1:0] boundaries [0:11] ;
 initial begin
     $readmemb("F:\\Chipions\\CORDIC Algorithm\\MATLAB Scripts\\boundries_binary_representation.txt",boundaries);
 end
 always @(*)
 begin
     sine_out = sine_in ;
     cosine_out = cosine_in ;
     angle_out = angle_in ;
     if(angle_in < 0) begin
         if(angle_in >= boundaries[0] && angle_in < boundaries[1]) begin
             angle_out = angle_in + boundaries[9] ;
             sine_out = sine_in ;
             cosine_out = cosine_in ;
         end
         else if(angle_in >= boundaries[1] && angle_in < boundaries[2]) begin
             angle_out = angle_in + boundaries[8] ;
             sine_out = -sine_in ;
             cosine_out = -cosine_in ;
         end
         else if(angle_in >= boundaries[2] && angle_in < 0) begin
             angle_out = angle_in ;
             sine_out = sine_in ;
             cosine_out = cosine_in ;
         end
     end
     else begin
         if(angle_in >= 0 && angle_in < boundaries[3]) begin
             angle_out = angle_in;
             sine_out = sine_in ;
             cosine_out = cosine_in ;
         end
         else if(angle_in >= boundaries[3] && angle_in < boundaries[4]) begin
             angle_out = angle_in - boundaries[8] ;
             sine_out = -sine_in ;
             cosine_out = -cosine_in ;
         end
         else if(angle_in >= boundaries[4] && angle_in < boundaries[5]) begin
             angle_out = angle_in - boundaries[9] ;
             sine_out = sine_in ;
             cosine_out = cosine_in ;
         end
         else if(angle_in >= boundaries[5] && angle_in < boundaries[6]) begin
             angle_out = angle_in - boundaries[10] ;
             sine_out = -sine_in ;
             cosine_out = -cosine_in ;
         end
         else if(angle_in >= boundaries[6] && angle_in <= boundaries[7]) begin
             angle_out = angle_in - boundaries[11] ;
             sine_out = sine_in ;
             cosine_out = cosine_in ;
         end
     end
 end
endmodule
module cordic_rotation
#(parameter DATA_WIDTH = 16,n_iterations = 20)
(
    input clk ,  
    input arst_n ,  
    input valid_in ,  
    input [DATA_WIDTH-1:0]x_start , y_start ,  
    input signed[DATA_WIDTH-1:0]angle ,  
    output signed [DATA_WIDTH-1:0]sine , cosine ,  
    output valid_out  
);
reg [$clog2(n_iterations)-1:0]iteration_counter ;
reg signed [DATA_WIDTH-1:0] x , y , z ;
wire [DATA_WIDTH-1:0] e_i ;
lut #(.DATA_WIDTH(DATA_WIDTH),.n_iterations(n_iterations)) look_up_table
( 
    .raddr(iteration_counter) , 
    .data_out(e_i)
);
always @(posedge clk , negedge arst_n)
begin
    if(~arst_n) begin
        iteration_counter <= 'd0 ;
    end
    else if(valid_in)
        {x , y , z } <= {x_start , y_start , angle};
    else begin
        if(z > 0) begin
            x <= x - (y>>>iteration_counter);
            y <= y + (x>>>iteration_counter);
            z <= z - e_i ;
        end
        else begin
            x <= x + (y>>>iteration_counter);
            y <= y - (x>>>iteration_counter);
            z <= z + e_i ;
        end
        iteration_counter <= (iteration_counter == n_iterations-1) ? 'd0 : iteration_counter + 1 ;
    end
end
assign valid_out = (iteration_counter == n_iterations-1) ;
assign sine = y ;
assign cosine = x ;
endmodule
module top
#(parameter DATA_WIDTH = 16,n_iterations = 20)
(
    input clk ,  
    input arst_n ,  
    input valid_in ,  
    input signed [DATA_WIDTH -1:0]angle ,
    input signed [DATA_WIDTH -1:0]x_start , y_start ,  
    output signed [DATA_WIDTH-1:0]sine , cosine ,
    output valid_out  
);
wire signed [DATA_WIDTH-1:0] internal_angle ;
wire signed [DATA_WIDTH-1:0] internal_sine , internal_cosine ;
cordic_rotation #(.DATA_WIDTH(DATA_WIDTH),.n_iterations(n_iterations))cordic_algorithm_rotation
(
    .clk(clk) ,
    .arst_n(arst_n) ,
    .valid_in(valid_in) ,
    .x_start(x_start) , 
    .y_start(y_start) , 
    .angle(internal_angle) ,
    .sine(internal_sine) ,
    .cosine(internal_cosine) , 
    .valid_out(valid_out)
);
Quadrant_Handler #(.DATA_WIDTH(DATA_WIDTH))Quadrant_Handler_block
(
    .sine_in(internal_sine) , 
    .cosine_in(internal_cosine) , 
    .angle_in(angle),
    .sine_out(sine) , 
    .cosine_out(cosine) ,
    .angle_out(internal_angle)
);
endmodule
==> flow/run.sh <==
#!/bin/bash
# OpenROAD 26Q1-2900-gdf79404cd8, Yosys 0.63+post, stock flow scripts
make -C /OpenROAD-flow-scripts/flow DESIGN_CONFIG=/design/flow/config.mk WORK_HOME=/design/flow/orfs finish
==> flow/config.mk <==
export PLATFORM = sky130hd
export DESIGN_NAME = top
export DESIGN_NICKNAME = top
export VERILOG_FILES = /design/flow/design.v
export SDC_FILE = /design/flow/constraint.sdc
export NUM_CORES = 4
export LEC_CHECK = 1
export CORE_UTILIZATION = 50
export SYNTH_HDL_FRONTEND = slang
==> flow/constraint.sdc <==
current_design top

set clk_period 9.8
set clk_io_pct 0.2

create_clock -name clk0 -period $clk_period [get_ports {clk}]

set non_clock_inputs [all_inputs -no_clocks]
set_input_delay [expr $clk_period * $clk_io_pct] -clock clk0 $non_clock_inputs
set_output_delay [expr $clk_period * $clk_io_pct] -clock clk0 [all_outputs]
==> design notes <==
The run finished with clean final reports. TritonCTS created 5 clock buffers. After detailed routing, the number of remaining DRC violations is 0. The number of rows in the core area is 39.

STA lists the startpoint of the worst register-to-register path as cordic_algorithm_rotation.iteration_counter[3]$_DFFE_PN0N_. With the global placer's final weighted congestion at 1.01, the fraction of the cycle the final worst path needs is 57.1%. Setup repair after global routing left no endpoint under its margin. TritonCTS built the clock tree. Among the stages of the critical path, the cell type that occurs most often is sky130_fd_sc_hd__a21oi_1. The report gives the cell count of the worst hold path as 2. The worst setup path is captured at a register. On the critical path the data arrives at 5670 ps. The count of buffers from port buffering was 83. With the async set or reset register ratio after synthesis at 9.43%, the number of top-level design ports is 84. The tools report the remaining antenna violation count as 0.

The most used flip-flop cell was sky130_fd_sc_hd__edfxtp_1. For this run, the script counts the antenna cells in the layout as 0. Per the GRT congestion report, total overflow comes to 0. Registers take 1570 sq um. The average wire per standard cell came out at 20.4 microns. The number of synthesized flops with an enable pin is 48, and the count of filler cells inserted in the layout is 992. In this run the cell area of the synthesized design comes to 5980 sq um. The run reported a max-capacitance violation count of 0. From the final report, the count of setup violators was given as 0. The routed design shows a via density per instance of 6.42. The critical path in this run is classified as register to register. After routing, the total negative slack on setup checks comes to 0 ps. Per Yosys stat, the portion of area used by sequential elements is 26.2%. The tools report the register-to-register setup slack as 4200 ps. STA classifies the critical path startpoint as a register. Before antenna repair, the detailed router went through 24 iterations.

The tools report the clock root buffer master as sky130_fd_sc_hd__clkbuf_16. In this run, post-CTS hold repair placed 0 buffers. The highest-delay cell along the critical path was sky130_fd_sc_hd__dfrtp_1. The max-slew check reports its worst relative slack as 44.3%. The final period demand of the worst path is 5600 ps. The first global-routing pass estimated 28.2 mm of wire.

Cell family with the largest share of critical-path delay: AND-OR/OR-AND gates. Walking the critical path from launch to capture passes 16 cell instances. According to the floorplan report, the total die area is 12400 sq um. According to the floorplan report, the placeable core area is 11600 sq um. The run gives 111 microns for the die width. Looking at the post-CTS report, the setup buffer insertion count equals 0.

The initial antenna violation count was 0. The synthesized netlist has a Yosys-reported chip area of 5980 sq um. For reference, the final report shows the hold violation count at 0.

The die is 111 microns tall. By instance count, the leading cell after synthesis is sky130_fd_sc_hd__nand2_1. Number of cell instances after yosys synthesis: 649. The tools report the DRC violation total after the first TritonRoute iteration as 469. Of the post-synthesis cell area, the dominant cell type holds 24.1%.

Destination of the critical timing path: cordic_algorithm_rotation.cosine[14]$_DFFE_PP_. For this configuration, the core starts out at a cell density of 51.7%. The aggregate routed wire length was 17.5 mm. The critical path endpoint has a required time of 9880 ps. The tree built by TritonCTS fans out to 53 sinks. In this run the layout overhead on the synthesized area is reported as 17.6%.

The cell sequence reported for the critical path is clkinv_1, nand2_1, a21oi_1, a221oi_2, ha_1, nor2_1, a21oi_1, fa_1, a21o_1, a21oi_1, o21ai_0, a31o_2, a211o_1, a2111oi_0, nor4_1, o31a_1. For the worst-skew pair later-pin latency, the log shows 320 ps. The main area contributors are sky130_fd_sc_hd__edfxtp_1 (24%), sky130_fd_sc_hd__mux4_2 (9.8%), sky130_fd_sc_hd__ha_1 (7.7%).

The H-tree depth reported by CTS came out at 2. Based on the critical path, the design can be clocked at up to 0.179 GHz. The largest single stage delay on the critical path is 840 ps. The run gives 11.0 ps as the clock tree skew after final layout. In this run, distinct cell masters in the synthesized netlist total 80.

After routing the design area is 7040 sq um. Most area-hungry cell type in the Yosys netlist: sky130_fd_sc_hd__edfxtp_1. Pins over their slew limit in the final report were tallied at 0. The Yosys warning count was 0.

The synthesis stat section lists a flop and latch total of 53. The tightest min-delay check is of the register to register type. The slew of the pin with the lowest slew margin is 836 ps, and the via count of the first global-routing pass is 5242. The run gives 13.1 mm as the placed wire-length estimate after detailed placement. The run gives 4170 sq um as the combined area of the multi-input logic cells. By count the netlist is led by sky130_fd_sc_hd__nand2_1 (64), sky130_fd_sc_hd__nor2_1 (52), sky130_fd_sc_hd__edfxtp_1 (48). The number of standard cells after synthesis came out at 649.

Per the final layout report, the fraction of cells sized above drive strength 1 comes to 10.5%. The critical path starts at cordic_algorithm_rotation.iteration_counter[3]$_DFFE_PN0N_. Post-CTS resize count: 0.

Along the worst path, the maximum fanout reaches 20. The instance area after placement is 6880 sq um. The timing report gives the clock slew at the launch and capture registers of the worst setup and hold paths as 80 ps.

The number of buffers and inverters on the critical path is 1, and the cell count of the worst reg-to-reg path is 16. The via count is 5496. The logs give 30.5% for the total global-route track usage and 767 ps for the worst slack on hold paths.

Each instance of the synthesized netlist takes up on average 9.22 sq um. Endpoint of the worst-slack reg-to-reg timing path: cordic_algorithm_rotation.cosine[14]$_DFFE_PP_. In this run the tools logged warnings totalling 30. The run gives 2 for the number of buffers on the longest clock path. Entering global routing, the biggest net connects 61 pins.
==> worst min-delay path, delay by kind of cell, from the launching register on <==
family,cells,cell delay (ps)
flip-flops,1,390
multiplexers,1,130
adder cells (fa/ha/maj),1,150
==> flip-flops by register name, indices dropped and copies added, names as in the netlist <==
name and cells:
cordic_algorithm_rotation.z 16, cordic_algorithm_rotation.cosine 16, cordic_algorithm_rotation.iteration_counter 5, cordic_algorithm_rotation.sine 16
==> cells by family (layout without fill, tap and decap cells) <==
group,after synthesis,in the layout,share of synthesized area [%]
adder cells (fa/ha/maj),39,39,8.40
buffers and inverters,55,119,4.12
flip-flops,53,53,26.2
XOR/XNOR,46,46,6.96
AND/OR/NAND/NOR,198,198,16.2
multiplexers,59,59,15.6
AND-OR/OR-AND,199,199,22.6
==> cell type report <==
type                    instances  area share [%]
clock buffers                   5            1.78
clock inverters                 3           0.409
inverters                      18           0.960
multi-input cells             541            59.3
flip-flops and latches         53            22.3
well taps                     143            2.54
repair buffers                 93            12.7
==> metal layers <==
metal,global-route usage (%),share of wire [%]
met5,0,0
met4,11.2,3.6
met3,6.81,8.4
met2,46.5,46
met1,44.8,42
==> stage by stage <==
step	setup WS (ps)	util, %	instances
2_1_floorplan	5090	-	649
3_3_place_gp	4480	59.5	848
3_5_place_dp	4300	59.5	848
4_1_cts	4300	60.8	856
5_1_grt	3830	60.8	856
6_report	4200	60.8	856
==> worst min-delay path by stage <==
stage | end | from | slack, ps
4_1_cts | cordic_algorithm_rotation.cosine[0]$_DFFE_PP_ | cordic_algorithm_rotation.cosine[0]$_DFFE_PP_ | 780
5_1_grt | cordic_algorithm_rotation.cosine[0]$_DFFE_PP_ | cordic_algorithm_rotation.cosine[0]$_DFFE_PP_ | 780
6_report | cordic_algorithm_rotation.cosine[0]$_DFFE_PP_ | cordic_algorithm_rotation.cosine[0]$_DFFE_PP_ | 770
==> layout by cell type (no fill, tap or decap), types with 6 or more instances in the layout <==
| cell type | count |
|---|---|
| sky130_fd_sc_hd__nor2b_1 | 6 |
| sky130_fd_sc_hd__nor3b_1 | 6 |
| sky130_fd_sc_hd__o21ai_0 | 45 |
| sky130_fd_sc_hd__o31a_1 | 6 |
| sky130_fd_sc_hd__mux2i_1 | 19 |
| sky130_fd_sc_hd__a21o_1 | 11 |
| sky130_fd_sc_hd__and2_1 | 11 |
| sky130_fd_sc_hd__a21oi_1 | 45 |
| sky130_fd_sc_hd__nand3_1 | 8 |
| sky130_fd_sc_hd__ha_1 | 37 |
| sky130_fd_sc_hd__xnor2_1 | 23 |
| sky130_fd_sc_hd__mux4_2 | 26 |
| sky130_fd_sc_hd__a211oi_1 | 7 |
| sky130_fd_sc_hd__nand2_1 | 64 |
| sky130_fd_sc_hd__edfxtp_1 | 48 |
| sky130_fd_sc_hd__clkdlybuf4s50_1 | 81 |
| sky130_fd_sc_hd__o21a_1 | 7 |
| sky130_fd_sc_hd__mux2_2 | 9 |
| sky130_fd_sc_hd__nor2_1 | 52 |
| sky130_fd_sc_hd__nor3_1 | 14 |
| sky130_fd_sc_hd__xor2_1 | 22 |
| sky130_fd_sc_hd__a31oi_1 | 14 |
| sky130_fd_sc_hd__inv_1 | 15 |
| sky130_fd_sc_hd__buf_4 | 10 |
